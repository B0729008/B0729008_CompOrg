### /design/flow/config.mk
export PLATFORM = sky130hd
export DESIGN_NAME = lab09
export DESIGN_NICKNAME = lab09
export VERILOG_FILES = /design/flow/design.v
export SDC_FILE = /design/flow/constraint.sdc
export NUM_CORES = 4
export LEC_CHECK = 1
export CORE_AREA = 10 10 110 110
export DIE_AREA = 0 0 120 120
### /design/flow/run.sh
#!/bin/bash
# OpenROAD 26Q1-2900-gdf79404cd8, Yosys 0.63+post, stock flow scripts
make -C /OpenROAD-flow-scripts/flow DESIGN_CONFIG=/design/flow/config.mk WORK_HOME=/design/flow/orfs finish
### /design/flow/constraint.sdc
current_design lab09

set clk_period 4.8
set clk_io_pct 0.2

create_clock -name clk0 -period $clk_period

set non_clock_inputs [all_inputs -no_clocks]
set_input_delay [expr $clk_period * $clk_io_pct] -clock clk0 $non_clock_inputs
set_output_delay [expr $clk_period * $clk_io_pct] -clock clk0 [all_outputs]
### /design/flow/design.v
module lab09(A,B,G,carry,S);
	input [7:0]A;
	input [7:0]B;
	input [2:0]S;
	input carry;
	output [7:0]G;
	reg [7:0] regA;
	reg [7:0] regB;
	reg [7:0] regG;
	reg [2:0] regS;
	always @(*)begin
		regA[7:0] = A[7:0];
		regB[7:0] = B[7:0];
		regS[2:0] = S[2:0];
		case(regS)
			3'b000:
				regG=A+carry;
			3'b001:
				regG=A+B+carry;
			3'b010:
				regG=A+(~B)+carry;
			3'b011:
				begin
					if(carry==0)
						regG=A+(8'b11111111);
					else
						regG=A;
				end
			3'b100:
				begin
					if(carry==0)
						regG=A&B;
					else
						regG=A|B;
				end
			3'b101:
				begin
					if(carry==0)
						regG=A^B;
					else
						regG=~A;
				end
			3'b110:
				begin
					if(carry==0)
						regG=A&B;
					else
						regG=A|B;
				end
			3'b111:
				begin
					if(carry==0)
						regG=A^B;
					else
						regG=~A;
				end
		endcase
	end
	assign G=regG;
endmodule
==> deck_impl_summary.md <==
Physical Implementation Snapshot

Global routing
  – Number of global-route vias before repair: 1638
  – Congestion Overflow GR: 0
  – Global-route wire length before repair: about 8300 microns
  – Initial antenna violation count: 0
  – Total GRT Usage: 6.79%
  – Largest net degree at the start of global routing: 24

Synthesis
  – Cell area after synthesis: 1580 sq um
  – Synth cell types: 45
  – Post-synthesis cell type with the largest combined area: ha_1
  – Yosys stat area: 1580 sq um
  – Yosys cell count: 228
  – Top cells by area: ha_1 (20%), xnor2_1 (7.2%), inv_1 (6.4%)
  – Synth top area share: 19.8%
  – Syn avg cell area: 6.94 sq um
  – Mapped Cells: 228
  – Seq share, synth: 0%
  – YS warnings: 1

Worst hold path
  – HP Class: in -> out
  – Hold Crit Start: carry

Die
  – I/O pin count: 28
  – Initial core utilization: 16.2%
  – Core Rows: 36
  – DIE WIDTH: approximately 120 microns
  – Die height: roughly 120 microns
  – Die area: 14400 sq um
  – Core area: 9770 sq um

Placement
  – Buffers on Ports: 28
  – Post-DP HPWL: ~4200 microns
  – Gpl congestion: ~0.93

Power
  – Cell leakage power: slightly above 0.9 nW
  – Peak supply drop: 0.0263 mV
  – Pwr dens: approximately 97 nW/um^2
  – Total Power: about 0.21 mW

STA
  – Final Setup Violations: 0
  – Max_slew headroom: between 60% and 70%
  – Minimum clock period: 4560 ps
  – Final hold viol count: 0
  – Fmax: 219 MHz
  – Final period utilization: 95.0%
  – Worst-margin pin slew: 538 ps
  – Hold WS: 2900 ps
  – RSZ-0062 raised after global routing: false
  – Final Max-Slew Violation Tally: 0

Setup path
  – Critical path fanouts, max: 2
  – Setup crit start: A[1]
  – Crit path to: G[5]
  – Setup crit end kind: output pin
  – Crit path DAT: 3600 ps
  – Setup crit start kind: input port
  – Crit path DRT: 3840 ps
  – Setup CP Type: in -> out

Job
  – Max-Cap Viols: 0
  – Tool warnings: around 47

Route
  – Drt wl/cell: approximately 13 microns
  – Antenna cells: 0
  – Routed met2 length: 2240 microns
  – Met3 WL: between 300 and 400 microns
  – DR vias/cell: 4.23
  – Drc violations: 0
  – Post-route ant nets: 0
  – Highest routed layer: met4
  – Routed via count: approximately 1700
  – First-pass iteration count of the detailed router: 6
  – Wire length on met1: 2450 microns
  – Starting DRT DRC Count: 84
  – Routed WL: approximately 5000 microns

Final layout
  – Reg area: 0 sq um
  – Layout cells sized above 1: 16.1%
  – Clock buf count: 0
  – Seq_cells: 0
  – Layout area overhead: 37.5%
  – Most common logic cells in the final layout: inv_1 (25), clkdlybuf4s50_1 (25), ha_1 (24), buf_4 (24), nor2_1 (18)

Status
  – Outcome: complete, no violations
-- stage by stage --
| step | util [%] | instances | area (sq um) | TNS, ps | worst slack [ps] |
|---|---|---|---|---|---|
| after floorplan | - | 228 | 1580 | 0 | 645 |
| after global placement | 21.6 | 399 | 2110 | -400 | -311 |
| after detailed placement | 21.6 | 399 | 2110 | -442 | -325 |
| after CTS | 21.9 | 399 | 2140 | 0 | 3.78 |
| after global routing | 22.3 | 400 | 2180 | 0 | 13.7 |
| final | 22.3 | 400 | 2180 | 0 | 240 |
-- power by group --
part           total, mW  switching (mW)  leakage (nW)  internal [mW]
clock                  0               0             0              0
sequential             0               0             0              0
combinational      0.212           0.103         0.908          0.109
total              0.212           0.103         0.908          0.109
-- cells by family after synthesis --
| logic type | after synthesis | synth area share (%) |
|---|---|---|
| AND/OR/NAND/NOR | 74 | 23.5 |
| buffers and inverters | 41 | 12.3 |
| AND-OR/OR-AND | 64 | 25.5 |
| multiplexers | 5 | 5.61 |
| XOR/XNOR | 15 | 8.30 |
| adder cells (fa/ha/maj) | 29 | 24.8 |
-- worst min-delay path by stage --
stage / slack, ps / to / cells after the start
4_1_cts: 3160 / G[7] / 4
5_1_grt: 2960 / G[1] / 6
6_report: 2900 / G[1] / 6
-- critical path, stage by stage --
cell	delay, ps
clkdlybuf4s50_1	480
inv_1	80
ha_4	240
or2_4	230
a221oi_2	230
buf_4	150
mux2_2	340
nor4_4	220
o21ai_1	100
a21o_1	170
clkdlybuf4s50_1	400
-- layout make-up --
cell class | instances | area (sq um)
multi-input cells | 187 | 1440
well taps | 133 | 166
inverters | 28 | 105
fillers | 1091 | 7600
repair buffers | 52 | 468
-- layer usage --
| layer | GRT usage [%] | up-vias |
|---|---|---|
| met5 | 0 | - |
| met4 | 0.377 | 0 |
| met3 | 1.19 | 2 |
| met2 | 10.9 | 31 |
| met1 | 9.75 | 770 |
| li1 | - | 887 |
-- synth_stat cells, drive strengths merged (2+ instances only) --
cell type	instances
xor2	2
nand3	8
or2	4
a22oi	4
o211ai	6
nor2	18
a21oi	15
fa	4
o31ai	3
o21ai	16
nand2	16
clkbuf	6
o22ai	2
a211oi	4
buf	7
inv	27
mux4	3
nor3	7
ha	25
nand2b	2
xnor2	13
nor4	4
and3	2
o21a	2
nor2b	5
a21o	2
a221oi	2
a31oi	3
nand4	2
-- timing repair --
action	CTS	global route
gates resized	7	8
endpoints found under the setup margin	3	6
pin swaps	3	6
hold buffers	0	0
gates cloned	0	0
setup buffers	0	1
No activity file was given, so power comes from the tool's default toggle rates.
