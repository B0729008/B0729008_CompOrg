--- ./design.v ---
module seven_display
(
    output reg  [7:0]  display,
    input       [3:0]  num,
    input              enable
);
always @(*) begin
    if(enable == 1'b1) begin
        case (num)
            4'b0000: display = 8'b11111100;
            4'b0001: display = 8'b01100000;
            4'b0010: display = 8'b11011010;
            4'b0011: display = 8'b11110010;
            4'b0100: display = 8'b01100110;
            4'b0101: display = 8'b10110110;
            4'b0110: display = 8'b10111110;
            4'b0111: display = 8'b11100100;
            4'b1000: display = 8'b11111110;
            4'b1001: display = 8'b11110110;
            4'b1010: display = 8'b11101110;
            4'b1011: display = 8'b00111110;
            4'b1100: display = 8'b10011100;
            4'b1101: display = 8'b01111010;
            4'b1110: display = 8'b11011110;
            4'b1111: display = 8'b10001110;
        endcase
    end
    else
        display = 7'b0;
end
endmodule
module seven_dis_4
#(parameter FREQ=1000, INPUT_WIDTH=4, OUTPUT_WIDTH=7)
(
    input                            clean,
    input                            clk,
    input       [3:0]                twinkle_select,
    input       [INPUT_WIDTH-1: 0]   num1,
    input       [INPUT_WIDTH-1: 0]   num2,
    input       [INPUT_WIDTH-1: 0]   num3,
    input       [INPUT_WIDTH-1: 0]   num4,
    output      [3:0]                light_select,
    output      [OUTPUT_WIDTH-1: 0]  light
);
reg twinkle;
reg [9:0] twinkle_count;
always @(posedge clk) begin
    if(clean == 1'b1) begin 
        twinkle_count = 10'b0;
        twinkle = 1'b0;
    end
    else begin
        if(twinkle_count == FREQ) begin
            twinkle_count = 10'b0;
            twinkle = ~twinkle;
        end
        else
            twinkle_count = twinkle_count + 1;
    end
end
reg  [3:0]  shift_select;
reg  [INPUT_WIDTH-1: 0] show_num;
wire [OUTPUT_WIDTH-1: 0] output_show_num;
always @(posedge clk) begin
    if(clean == 1'b1) begin
        shift_select = 4'b1000;
    end
    else 
        shift_select = {shift_select[0], shift_select[3:1]};
end
reg light_enable;
always @(*) begin
    case (shift_select)
        4'b0001: show_num = num1;
        4'b0010: show_num = num2;
        4'b0100: show_num = num3;
        4'b1000: show_num = num4;
        default: show_num = num1;
    endcase
    case (shift_select)
        4'b0001: light_enable = (twinkle_select[0]== 1'b1)? twinkle: 1'b1; 
        4'b0010: light_enable = (twinkle_select[1]== 1'b1)? twinkle: 1'b1;
        4'b0100: light_enable = (twinkle_select[2]== 1'b1)? twinkle: 1'b1;
        4'b1000: light_enable = (twinkle_select[3]== 1'b1)? twinkle: 1'b1;
        default: light_enable = (twinkle_select[0]== 1'b1)? twinkle: 1'b1;
    endcase
end
seven_display sd(.display(output_show_num),
                 .num(show_num),
                 .enable(light_enable));
assign light_select = shift_select;
assign light = output_show_num;
endmodule
--- ./run.sh ---
#!/bin/bash
# OpenROAD 26Q1-2900-gdf79404cd8, Yosys 0.63+post, stock flow scripts
make -C /OpenROAD-flow-scripts/flow DESIGN_CONFIG=/design/flow/config.mk WORK_HOME=/design/flow/orfs finish
--- ./config.mk ---
export PLATFORM = sky130hd
export DESIGN_NAME = seven_dis_4
export DESIGN_NICKNAME = seven_dis_4
export VERILOG_FILES = /design/flow/design.v
export SDC_FILE = /design/flow/constraint.sdc
export NUM_CORES = 4
export LEC_CHECK = 1
export CORE_AREA = 10 10 88 88
export DIE_AREA = 0 0 98 98
--- ./constraint.sdc ---
current_design seven_dis_4

set clk_period 4.0
set clk_io_pct 0.2

create_clock -name clk0 -period $clk_period [get_ports {clk}]

set non_clock_inputs [all_inputs -no_clocks]
set_input_delay [expr $clk_period * $clk_io_pct] -clock clk0 $non_clock_inputs
set_output_delay [expr $clk_period * $clk_io_pct] -clock clk0 [all_outputs]
==> results.txt <==
yosys + openroad results -> Post-synth seq share 0.296, Hold Path Class reg2reg, port buffer count 31, setup violators final 0, Rel. slew slack 0.550, Critical Path RT 3.20 ns, run status finished clean, clock sinks 15, Synth async-reset ratio 0, Crit. End Element primary output, clock latency (worst-skew pair) 0.24 ns, DP Area 1420 µm², gpl congestion 0.829, main flop type dfxtp_1, Log Warnings 30, CTS tree done, Max clock buf depth 2, Die W 98 µm, post-DP HPWL 2130 µm, Vias 968, Layout area overhead 48.1%, Critical Path Most Common Cell clkdlybuf4s50_1, filler cell count 628, top-level I/O count 33, Cell Pwr Density 287 nW/µm², Avg Cell Area, Syn 8.66 µm², n_diodes 0, Slowest-stage cell, CP clkdlybuf4s50_1, critical path class in2out, CTS buffer count 3, Slew Limit Fails 0, RSZ-0062 raised after global routing no, CTS Hold Buffers Added 0, maximum VDD drop 115 µV, grt total ovfl 0, Yosys Instances 117, post-synthesis instance area 1010 µm², fmax 0.259 GHz, H-tree depth 1, first-pass GRT wire length 4280 µm, Post-route DRC 0, Setup TNS 0 ns, design area 1500 µm², initial drt markers 50, largest net degree at the start of global routing 13, crit path launch type input pin, shortest period the worst path allows 3.86 ns, DRT Wirelength 2650 µm, leakage 0.000612 µW, Worst-path clk slew 0.06 ns, final setup skew 0.000293 ns, final hold violations 0, cycle use final 0.966, Synth warnings 3, ANT nets after route 0, EDFF count, synth 0, Cells after Synth 117, chip footprint 9600 µm², Initial DRT Pass Iterations 5, chip area in the Yosys report 1010 µm², setup ws final 0.137 ns, clk root buf clkbuf_8, delay-heaviest family, CP buffers and inverters, CP cell instances clkdlybuf4s50_1 -> a22o_1 -> a222oi_1 -> buf_4 -> ha_1 -> a21oi_1 -> a221oi_1 -> clkdlybuf4s50_1, Row Count 28, gr usage total 0.0517, post-place setup slack 0.0171 ns, #FFs+latches synth 15, Core Region 5920 µm², slowest cell delay on critical path 0.51 ns, layout cells sized above 1 0.122, Avg WL per Cell 11.5 µm, Tightest Pin Transition 0.665 ns, vias in the first global route 836, WP data arrival 3.06 ns, CP Max Fanout 8, initial antenna violation count 0, Vias per Instance 4.19, chip height 98 µm, fp util 0.171, post-synth cell types 35, Max Cap Viol 0, WP buf/inv 3
cell families (layout without fill, tap and decap cells):
kind of cell,after synthesis,in the layout,share of synthesized area
compound gates,20,20,0.172
xor+xnor,10,10,0.0864
fa+ha+maj,7,7,0.0864
buf+inv,14,53,0.0716
flops,15,15,0.296
mux,2,2,0.0198
other cells,1,1,0.00370
simple gates,48,48,0.264
power by group:
| group | switching, µW | internal (µW) |
|---|---|---|
| sequential | 7.27 | 154 |
| combinational | 57.0 | 92.5 |
| clock | 51.9 | 68.8 |
flip-flops by register name (all words and copies together), names as in the netlist:
register       flops
shift_select       4
twinkle            1
twinkle_count     10
worst reg2reg max path, stage by stage (launching register included):
cell     delay [ns]
dfxtp_1        0.40
ha_1           0.24
and3_1         0.21
nand3_1        0.10
xor2_1         0.15
nor2_1         0.05
metrics by stage:
| stage | power [µW] | hold WS [ns] | instances | utilization |
|---|---|---|---|---|
| 2_1_floorplan | 236 | 0.442 | 117 | - |
| 3_3_place_gp | 307 | 0.460 | 223 | 0.240 |
| 3_5_place_dp | 307 | 0.468 | 223 | 0.240 |
| 4_1_cts | 429 | 0.483 | 227 | 0.248 |
| 5_1_grt | 459 | 0.502 | 231 | 0.254 |
| 6_report | 432 | 0.481 | 231 | 0.254 |
area by class of cell:
cell class,count,area [µm²],share of cell area
well taps,75,93.8,0.0625
clock inverters,1,5.00,0.00333
multi-input cells,88,641,0.427
flip-flops and latches,15,300,0.200
clock buffers,3,41.3,0.0275
repair buffers,41,390,0.260
inverters,8,30.0,0.0200
placed cells by master (no fill, tap or decap), types with 3 or more instances in the layout:
master and count:
xor2_1 6, nor2_1 17, nor2b_1 6, nand3_1 4
a222oi_1 4, clkbuf_8 3, a21oi_1 3, xnor2_1 4
clkdlybuf4s50_1 29, nor4b_1 5, ha_1 7, buf_4 10
nand2b_1 3, inv_1 8, dfxtp_1 15, and3_1 3
a22o_1 4
metal layers:
layer,up-vias,wire length (µm),GRT usage
met5,-,0,0
met4,0,6,0.00224
met3,2,192,0.0149
met2,31,1200,0.0853
met1,441,1250,0.0687
li1,494,-,-
final timing paths:
kind	startpoint	slack, ns	endpoint	depth (start not counted)
worst max-delay path	num3[0]	0.14	light[3]	8
worst min register to register	twinkle_count[0]$_SDFF_PP0_	0.48	twinkle_count[0]$_SDFF_PP0_	1
worst min-delay path	twinkle_count[0]$_SDFF_PP0_	0.48	twinkle_count[0]$_SDFF_PP0_	1
worst max register to register	twinkle_count[0]$_SDFF_PP0_	2.73	twinkle_count[8]$_SDFF_PP0_	5
cell usage after synthesis (all sizes together) (4+ instances only):
master  count  area share
inv         8       0.030
xnor2       4       0.035
a222oi      4       0.040
buf         4       0.035
nor2       17       0.063
nor4b       5       0.043
nand3       4       0.020
xor2        6       0.052
ha          7       0.086
nor2b       6       0.037
a22o        4       0.035
dfxtp      15        0.30
what timing repair did:
action	4_1_cts	5_1_grt
gates resized	0	2
setup buffers	0	4
setup endpoints to repair	0	4
Power is estimated from default activity; no workload was simulated.
