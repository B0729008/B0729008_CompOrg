<file path="/design/flow/config.mk">
export PLATFORM = sky130hd
export DESIGN_NAME = datapath
export DESIGN_NICKNAME = datapath
export VERILOG_FILES = /design/flow/design.v
export SDC_FILE = /design/flow/constraint.sdc
export NUM_CORES = 4
export LEC_CHECK = 1
export CORE_UTILIZATION = 40
</file>
<file path="/design/flow/constraint.sdc">
current_design datapath

set clk_period 9.2
set clk_io_pct 0.2

create_clock -name clk0 -period $clk_period [get_ports {clk}]

set non_clock_inputs [all_inputs -no_clocks]
set_input_delay [expr $clk_period * $clk_io_pct] -clock clk0 $non_clock_inputs
set_output_delay [expr $clk_period * $clk_io_pct] -clock clk0 [all_outputs]
</file>
<file path="/design/flow/design.v">
module datapath(RW,DA,AA,BA,MB,FS,MD,Datain,F,clk,Address_out,Con_in,Data_out,R0,R1,R2,R3,R4,R5,R6,R7,Z,N);
	input MD;
	input MB;
	input [3:0]FS;
	input [1:0]DA;
	input [1:0]AA;
	input [1:0]BA;
	input [7:0]Datain;
	input [7:0]Con_in;
	input RW;
	input clk;
	output [7:0]F;
	output [7:0]Address_out;
	output [7:0]Data_out;
	output [7:0]R0,R1,R2,R3,R4,R5,R6,R7;
	output Z,N;
	reg [7:0]regR0;
	reg [7:0]regR1;
	reg [7:0]regR2;
	reg [7:0]regR3;
	reg [7:0]regR4;
	reg [7:0]regR5;
	reg [7:0]regR6;
	reg [7:0]regR7;
	reg [7:0]regA;
	reg [7:0]regB;
	reg [7:0]regG;
	reg regZ;
	always @(posedge clk)begin
		if(RW==1)
				case(DA)
					3'b000:
						if(MD==1)
							regR0=Datain;
						else
							regR0=regG;
					3'b001:
						if(MD==1)
							regR1=Datain;
						else
							regR1=regG;
					3'b010:
						if(MD==1)
							regR2=Datain;
						else
							regR2=regG;
					3'b011:
						if(MD==1)
							regR3=Datain;
						else
							regR3=regG;
					3'b100:
						if(MD==1)
							regR4=Datain;
						else
							regR4=regG;
					3'b101:
						if(MD==1)
							regR5=Datain;
						else
							regR5=regG;
					3'b110:
						if(MD==1)
							regR6=Datain;
						else
							regR6=regG;
					3'b111:
						if(MD==1)
							regR7=Datain;
						else
							regR7=regG;		
				endcase
		else
			regR0=regR0;
			regR1=regR1;
			regR2=regR2;
			regR3=regR3;
			regR4=regR4;
			regR5=regR5;
			regR6=regR6;
			regR7=regR7;
	end
	always @(posedge clk)begin
		case(AA)
			3'b000:
				regA=regR0;
			3'b001:
				regA=regR1;
			3'b010:
				regA=regR2;
			3'b011:
				regA=regR3;
			3'b100:
				regA=regR4;
			3'b101:
				regA=regR5;
			3'b110:
				regA=regR6;
			3'b111:
				regA=regR7;
		endcase	
	end
	always @(posedge clk)begin
		case(BA)
			3'b000:
				if(MB==1)
					regB=Con_in;
				else
					regB=regR0;
			3'b001:
				if(MB==1)
					regB=Con_in;
				else
					regB=regR1;
			3'b010:
				if(MB==1)
					regB=Con_in;
				else
					regB=regR2;
			3'b011:
				if(MB==1)
					regB=Con_in;
				else
					regB=regR3;
			3'b100:
				if(MB==1)
					regB=Con_in;
				else
					regB=regR4;
			3'b101:
				if(MB==1)
					regB=Con_in;
				else
					regB=regR5;
			3'b110:
				if(MB==1)
					regB=Con_in;
				else
					regB=regR6;
			3'b111:
				if(MB==1)
					regB=Con_in;
				else
					regB=regR7;
		endcase		
	end
	always @(posedge clk)begin
		case(FS)
			4'b0000:
				regG=regA;
			4'b0001:
				regG=regA+8'b00000001;
			4'b0010:
				regG=regA+regB;
			4'b0011:
				regG=regA+regB+8'b00000001;
			4'b0100:
				regG=regA+(~regB);
			4'b0101:
				regG=regA+(~regB)+8'b00000001;
			4'b0110:
				regG=regA+8'b11111111;
			4'b0111:
				regG=regA;
			4'b1000:
				regG=regA&regB;
			4'b1001:
				regG=regA|regB;
			4'b1010:
				regG=regA^regB;
			4'b1011:
				regG=(~regA);
			4'b1100:
				regG=regB;
			4'b1101:
				regG={regB[6:0],1'b0};
			4'b1110:
				regG={1'b0,regB[7:1]};
		endcase
		if(regG==8'b00000000)
			regZ=1;
		else
			regZ=0;
	end
	assign F=regG;
	assign Address_out=regA;
	assign Data_out=regB;
	assign R0=regR0;
	assign R1=regR1;
	assign R2=regR2;
	assign R3=regR3;
	assign R4=regR4;
	assign R5=regR5;
	assign R6=regR6;
	assign R7=regR7;
	assign N=F[7];
	assign Z=regZ;
endmodule
</file>
<file path="/design/flow/run.sh">
#!/bin/bash
# OpenROAD 26Q1-2900-gdf79404cd8, Yosys 0.63+post, stock flow scripts
make -C /OpenROAD-flow-scripts/flow DESIGN_CONFIG=/design/flow/config.mk WORK_HOME=/design/flow/orfs finish
</file>
==> run_results.csv <==
group,metric,value,unit
routing,antenna_cells,0,
cells_and_area,drive_gt1_share,11.6,%
synthesis,async_flop_share,0,%
grt,antenna_found_initial,0,
run,maxCapViolations,0,
placed_design,portBuffers,87,
power,p_leak,2.36,nW
worst_setup_path,cp-start-kind,"input port",
clock_network,ctsHoldBuffers,0,
routing,remaining_drc_errors,0,
worst_setup_path,crit_type,"in -> reg",
synthesis,yosys.area.top_type_share,19.5,%
clock_network,cts_setup_buffers,0,
final_timing,fin_crit,5.36,ns
synthesis,synth-main-ff-cell,"edfxtp_1",
run,openroad.warnings,41,
routing,postRouteAntennaNets,0,
synthesis,synth_cell_types,77,
synthesis,ys_cells,505,
final_timing,tightest_slew,0.827,ns
clock_network,cts.reportedPaths.clkPinSlew,0.05,ns
clock_network,cts_tree,"built",
synthesis,edf_count,32,
grt,grt_pass1_vias,3954,
clock_network,htree_levels,3,
floorplanning,core_area,12000,µm²
hold_path,hold_path.class,"reg -> reg",
routing,vias,4013,
routing,routed_wl,13500,µm
clock_network,numCtsBuffers,9,
clock_network,root_buffer,"clkbuf_16",
synthesis,syn_inst,505,
routing,drt_iter0_drc,255,
synthesis,synth_area,4930,µm²
synthesis,area_leaders,"edfxtp_1, dfxtp_1, mux4_2",
outcome,status,"completed",
power,powerDensity,166,nW/µm²
grt,grt_max_degree,47,
cells_and_area,area_growth,22.5,%
floorplanning,rows,40,
synthesis,common_cells,"buf_4, inv_1, edfxtp_1",
synthesis,synth-seq-area-share,29.6,%
clock_network,cts.sinks,57,
final_timing,clock.fmax,0.187,GHz
floorplanning,dieArea,12800,µm²
cells_and_area,utilization,50.3,%
power,ir_drop,141,µV
placed_design,placed_area,5730,µm²
synthesis,yosys.area.top_type,"edfxtp_1",
placed_design,gp_congestion,0.919,
final_timing,finalSetupTns,0,ns
synthesis,yosys_warnings,1,
final_timing,post-route-period-util,58.2,%
final_timing,layout_setup_ws,3.84,ns
floorplanning,fp_util,41.1,%
clock_network,cts.path.max_buffers,2,
final_timing,maxSlewViolCount,0,
worst_setup_path,worstSetupEndpointType,"register",
worst_setup_path,critPathMaxFanout,26,
final_timing,rsz0062_at_grt,"false",
final_timing,hold_violations,0,
clock_network,cts_resized,0,
placed_design,dpl.hpwl,10400,µm
synthesis,synth_area_per_cell,9.76,µm²
floorplanning,die_h,113,µm
worst_setup_path,cp.required,9.43,ns
routing,wire_per_inst,18.6,µm
worst_setup_path,worstPathArrival,5.59,ns
cells_and_area,finalInstanceArea,6040,µm²
synthesis,synth.ff_latch_count,57,
clock_network,clock.latency.late_pin,0.32,ns
final_timing,fin_skew,0.00576,ns
grt,grt_overflow,0,
grt,groute.usage.overall,22.5,%
synthesis,ys_chip_area,4930,µm²
final_timing,max_slew_margin,44.7,%
routing,firstDrtPassIters,5,
floorplanning,pin_count,120,
placed_design,place_ws,3.56,ns
routing,vias_per_cell,5.54,
final_timing,setup_violations,0,
floorplanning,die_w,113,µm
grt,grt_pass1_wl,21900,µm
==> report_power, final <==
group	leakage (nW)	switching [W]	internal, W
sequential	0.505	0.0000285	0.000298
clock	0.150	0.000105	0.000233
combinational	1.70	0.000171	0.000167
total	2.36	0.000305	0.000698
==> final timing paths <==
kind / from / endpoint / slack, ns / depth (start not counted)
hold / removal: regG[1]$_DFF_P_ / regG[1]$_DFF_P_ / 0.53 / 2
setup / recovery: FS[3] / regZ$_DFF_P_ / 3.84 / 12
hold reg to reg: regG[1]$_DFF_P_ / regG[1]$_DFF_P_ / 0.53 / 2
setup reg to reg: regA[0]$_DFF_P_ / regZ$_DFF_P_ / 5.60 / 10
==> placed cells by master (no fill, tap or decap), drive strengths merged, types with 9 or more instances in the layout <==
cell            n
a211oi         10
a21oi          22
clkbuf          9
clkdlybuf4s50  87
conb           32
dfxtp          25
edfxtp         32
ha             31
inv            34
mux2           17
mux4           18
nand2          24
nor2           29
nor3           14
o21ai          23
xnor2          19
==> cell families (layout without fill, tap and decap cells) <==
kind of cell,count (synthesis),in the layout,share of synthesized area [%]
buf+inv,100,141,10.8
mux,43,43,13.7
compound gates,127,127,19.1
flops,57,57,29.6
simple gates,120,120,13.3
other cells,1,32,0.0760
fa+ha+maj,34,34,9.08
xor+xnor,23,23,4.36
==> layout make-up <==
class / instances / area [µm²]
Tap cell: 147 / 184
Fill cell: 1079 / 5970
Inverter: 34 / 128
Sequential cell: 57 / 1460
Timing Repair Buffer: 91 / 901
Multi-Input combinational cell: 379 / 3060
Clock inverter: 7 / 85.1
Clock buffer: 9 / 225
==> state kept, by name, indices dropped and copies added (netlist names) <==
register  cells
regR2         8
regR0         8
regB          8
regA          8
regG          8
regZ          1
regR1         8
regR3         8
==> metal layers <==
layer  GRT usage [%]  vias up  wire length, µm
met1            35.4     1903             6130
li1                -     1948                -
met2            34.8      156             6340
met4            2.11        0               64
met3            4.53        6              968
met5               0        -                0
==> worst max-delay path: stages <==
cell,delay (ns)
clkdlybuf4s50_1,0.84
nand2b_1,0.41
nor2_1,0.53
ha_1,0.37
a211oi_1,0.23
o21bai_1,0.11
a21oi_1,0.22
xnor2_1,0.11
a222oi_1,0.32
o221a_2,0.26
a21oi_1,0.09
nor4_2,0.25
==> metrics by stage <==
step,instances,hold WS [ns],power (W)
floorplan,536,0.462,0.000555
global placement,708,0.536,0.000666
detailed placement,708,0.534,0.000664
CTS,724,0.542,0.00101
global route,724,0.567,0.00106
finish,724,0.528,0.00100
Power is estimated from default activity; no workload was simulated.
